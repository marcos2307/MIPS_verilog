===== design/flow/run.sh =====
#!/bin/bash
# OpenROAD 26Q1-2900-gdf79404cd8, Yosys 0.63+post, stock flow scripts
make -C /OpenROAD-flow-scripts/flow DESIGN_CONFIG=/design/flow/config.mk WORK_HOME=/design/flow/orfs finish

===== design/flow/config.mk =====
export PLATFORM = sky130hd
export DESIGN_NAME = adder32
export DESIGN_NICKNAME = adder32
export VERILOG_FILES = /design/flow/design.v
export SDC_FILE = /design/flow/constraint.sdc
export NUM_CORES = 4
export LEC_CHECK = 1
export CORE_AREA = 10 10 107 107
export DIE_AREA = 0 0 117 117

===== design/flow/constraint.sdc =====
current_design adder32

set clk_period 18.1
set clk_io_pct 0.2

create_clock -name clk0 -period $clk_period

set non_clock_inputs [all_inputs -no_clocks]
set_input_delay [expr $clk_period * $clk_io_pct] -clock clk0 $non_clock_inputs
set_output_delay [expr $clk_period * $clk_io_pct] -clock clk0 [all_outputs]

===== design/flow/design.v =====
`timescale 1ns / 1ps
module adder32(
    input [31:0] d0,
    input [31:0] d1,
    output [31:0] out
    );
assign out = d0 + d1;
endmodule

==> impl_metrics.ini <==
; flow metrics
[die]
fp_util_pct = 18.97
top_level_ports = 96
chipArea_um2 = 13690
rows = 35
die_w_um = 117
fp.dieH_um = 117
coreArea_um2 = 9196

[critical_path]
endpoint_kind = output pin
crit_fanout = 4
path_delay_family = AND-OR/OR-AND gates
cp.arrival_ns = 6.61
crit_chain = clkdlybuf4s50_1, ha_1, fa_1, a21o_1, a31o_2, nand3_1, o221ai_1, a311oi_1, o21bai_1, xor2_1, clkdlybuf4s50_1
critPathRequiredTime_ns = 14.48
path_class = primary input to output pin
crit_path_frequent_cell = clkdlybuf4s50_1
cp_slowest_cell = clkdlybuf4s50_1
critPathMaxStageDelay_ns = 0.50
start_kind = primary input
path_buffers = 2

[layout]
area_growth_pct = 60.55
seq_area_um2 = 0
nClkBuffers = 0
layout.cells.non_filler = 437
flops = 0
layout-drive-gt1-share_pct = 3.067

[final_timing]
whs_ns = 8.269
setup_total_negative_slack_ns = 0
rsz0062_at_grt = no
max_freq_mhz = 97.72
period_used_pct = 56.54
worst_pin_slew_ns = 0.5621
min_period_ns = 10.23
hold_violations = 0
final_max_slew_viol_count = 0
slew_headroom_pct = 61.56
setup_viol = 0

[power]
power_uw = 108.7
ir_drop_uv = 15.18
power_leakage_nw = 1.176
power_density_nw_per_um2 = 38.83

[cts]
hold_buffers = 0
cts-resized-gates = 0
cts_setup_buffers = 0

[route]
vias_per_cell = 4.851
wl_per_cell_um = 14.64
vias = 2120
antenna_left = 0
antennaDiodeCount = 0
drc = 0
dr.pass1.iters = 6
drt-total-wl_mm = 6.398
drt_iter0_markers = 83

[synth]
synth.distinct_cells = 50
yosys-stat-cells = 241
synthMostInstantiatedCell = ha_1
top_area_share_pct = 22.24
largest_area_cell = ha_1
common_cells = ha_1, a21oi_1, a21o_1
synth_area_um2 = 1744
postSynthCellCount = 241
yosysChipArea_um2 = 1744
area_leaders = ha_1, a21oi_1, a21o_1, xor2_1, xnor2_1
synth-seq-area-share_pct = 0
ys_warn_count = 0
synth_area_per_cell_um2 = 7.237

[grt]
grt_pass1_wl_mm = 10.20
grt-ovfl-total = 0
grt_max_degree = 11
grt_antenna_before_repair = 0
grt.total_usage_pct = 8.953
grt_pass1_vias = 2103

[place]
port-buffer-count = 96
dpl.hpwl_mm = 5.601
post-place-cells = 437
routabilityCongestion = 0.8280

[run]
warnings = 32
cap_violations = 0

[outcome]
outcome = finished clean

[hold_path]
hp-class = primary input to output pin
[final timing paths]
check,startpoint,to,slack [ns],cells past startpoint
worst min-delay path,d1[0],out[0],8.27,3
worst max-delay path,d0[0],out[26],7.87,11
[layout by cell type (no fill, tap or decap), types with 6 or more instances in the layout]
cell	instances
nand4_1	8
xor2_1	15
o21ai_0	13
a21oi_1	29
a21o_1	19
ha_1	31
inv_1	6
nand2_1	18
nand3_1	10
xnor2_1	13
clkdlybuf4s50_1	96
nor2_1	12
[cell families after synthesis]
family	after synthesis	share of synthesized area, %
buffers and inverters	17	3.802
adder cells (fa/ha/maj)	32	23.39
XOR/XNOR	28	14.06
AND/OR/NAND/NOR	65	18.29
AND-OR/OR-AND	97	39.31
multiplexers	2	1.148
[stage by stage]
stage | utilization (%) | area, µm² | setup WS, ns
6_report | 30.45 | 2800 | 7.867
5_1_grt | 30.45 | 2800 | 7.698
4_1_cts | 30.45 | 2800 | 7.867
3_5_place_dp | 30.45 | 2800 | 7.872
3_3_place_gp | 30.45 | 2800 | 7.881
2_1_floorplan | - | 1744 | 9.035
[area by class of cell]
type                       instances  area, µm²
fill                             985       6396
multi-input combinational        224       1678
timing repair buffer              96      960.9
tap                              111      138.9
inverter                           6      22.52
[power by group]
group | switching, mW | internal [mW] | total [mW]
Clock | 0 | 0 | 0
Combinational | 0.0442 | 0.0645 | 0.109
Sequential | 0 | 0 | 0
[routing by layer]
layer	GRT usage (%)	share of wire, %	vias up	routed length, µm
met5	0	0	-	0
li1	-	-	1092	-
met4	0.2471	0.22	0	14
met1	11.44	44	963	2841
met2	15.07	45	63	2881
met3	3.044	10	2	661
