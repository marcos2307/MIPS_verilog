==> design/flow/design.v <==
`timescale 1ns / 1ps
module mux32(
    input [31:0] d0,
    input [31:0] d1,
    input sel,
    output [31:0] out
    );
   assign out = sel ? d1 : d0;			
endmodule
==> design/flow/run.sh <==
#!/bin/bash
# OpenROAD 26Q1-2900-gdf79404cd8, Yosys 0.63+post, stock flow scripts
make -C /OpenROAD-flow-scripts/flow DESIGN_CONFIG=/design/flow/config.mk WORK_HOME=/design/flow/orfs finish
==> design/flow/config.mk <==
export PLATFORM = sky130hd
export DESIGN_NAME = mux32
export DESIGN_NICKNAME = mux32
export VERILOG_FILES = /design/flow/design.v
export SDC_FILE = /design/flow/constraint.sdc
export NUM_CORES = 4
export LEC_CHECK = 1
export CORE_AREA = 10 10 71 71
export DIE_AREA = 0 0 81 81
==> design/flow/constraint.sdc <==
current_design mux32

set clk_period 1.0
set clk_io_pct 0.2

create_clock -name clk0 -period $clk_period

set non_clock_inputs [all_inputs -no_clocks]
set_input_delay [expr $clk_period * $clk_io_pct] -clock clk0 $non_clock_inputs
set_output_delay [expr $clk_period * $clk_io_pct] -clock clk0 [all_outputs]
==> GITHUB_STEP_SUMMARY <==
### Metrics collected by this job

| Metric | Value |
|---|---|
| Max Cap Violations | `0` |
| Area grow syn2layout | `192%` |
| Synth Instances | `36` |
| Final Hold Violation Tally | `0` |
| ANT nets after route | `0` |
| Final setup fails | `32` |
| Die height | `slightly above 80 um` |
| Leak pwr | `0.872 nW` |
| Number of inserted diodes | `0` |
| Synth top cell by count | `mux2_4` |
| Initial antenna violation count | `0` |
| First-pass GRT wire length | `approximately 4100 um` |
| Routed WL per cell | `between 15 and 20 um` |
| Registers | `0` |
| Slew @ Worst Pin | `around 0.087 ns` |
| Total grt overflow | `0` |
| Outcome | `finished, violations left` |
| Final worst-path cycle share | `118%` |
| Max FO, Critical Path | `6` |
| Worst-path cell chain | `buf_12 -> buf_12 -> buf_12 -> mux2_4 -> buf_6` |
| Setup CP Type | `in -> out` |
| Synth warnings | `0` |
| Layout cell share with drive strength beyond 1 | `between 50% and 60%` |
| Final worst slack | `-0.179 ns` |
| Vias | `a little over 700` |
| CP endpoint kind | `primary output` |
| Worst VDD drop | `roughly 0.17 mV` |
| Tmin final | `1.18 ns` |
| Multi-input gate area | `between 400 and 500 um2` |
| Register Area | `0 um2` |
| Max-slew headroom | `a little over nine tenths` |
| Vias in the first global route | `around 760` |
| DP Wirelength | `2500 um` |
| Die area | `6560 um2` |
| Drt via density | `about 3.8` |
| Largest net degree at the start of global routing | `11` |
| Setup TNS | `-3.30 ns` |
| Cell area leaders | `mux2_4 (83%), buf_12 (11%), mux2_2 (4.1%), buf_6 (2.1%)` |
| Hold WC Path Type | `in -> out` |
| Netlist cell types | `4` |
| Leading cell types by count after synthesis | `mux2_4 (30), buf_12 (3), mux2_2 (2), buf_6 (1)` |
| Clkbuf count | `0` |
| # Cells Yosys | `36` |
| Stage-log warning count | `34` |
| Power per cell area | `between 300 and 400 nW/um2` |
| Worst path arrival time | `just under 1 ns` |
| Final Max Tran Viols | `0` |
| RSZ-0062 raised after global routing | `yes` |
| Dominant cell area share | `82.8%` |
| Chip Area, Yosys | `approximately 540 um2` |
| CP most frequent cell | `buf_12` |
| Crit path max-delay cell type | `mux2_4` |
| Total Wirelength | `approximately 2900 um` |
| Core area | `around 3600 um2` |
| Fmax | `roughly 850 MHz` |
| Design Power | `between 0.0006 and 0.0007 W` |
| Avg Synthesized Cell Area | `15.1 um2` |
| Seq share, synth | `0%` |
| Worst path max stage delay | `between 0.2 and 0.3 ns` |
| Final Util | `a little over two fifths` |
| Tot GR Track Use | `between 7 and 8%` |
| DRC | `0` |
| Hold WS | `~0.69 ns` |
| Site Rows | `22` |
| Failing checks | `negative setup slack` |
| Crit path launch type | `input pin` |
| Fillers | `about 360` |
| Die Wd | `81 um` |
| Pre-CTS setup slack | `-0.512 ns` |
| Routability cong. | `~0.83` |
| Number of I/O port buffers | `around 97` |
| Worst EP required | `approximately 0.80 ns` |
| DR iter-0 viols | `3` |
| Init Core Util | `between 10% and 20%` |
| Mapped cell area | `544 um2` |
| Top-level port count | `97` |
| Cell taking the most area after synthesis | `mux2_4` |
| Drt pass-1 iters | `2` |
==> critical path, delay by kind of cell <==
family	cells	cell delay (ns)
buffers and inverters	4	0.48
multiplexers	1	0.29
==> per-layer routing <==
| metal | GRT usage [%] | vias to the layer above | wire length (um) |
|---|---|---|---|
| li1 | - | 345 | - |
| met2 | 14.3 | 50 | 1450 |
| met1 | 9.03 | 320 | 1080 |
| met5 | 0 | - | 0 |
| met3 | 2.78 | 0 | 350 |
| met4 | 0 | 0 | 0 |
==> placed cells by master, fill, tap and decap left out <==
cell and instances:
mux2_2 1, buf_12 4, buf_4 1, buf_16 2
buf_2 13, dlymetal6s2s_1 4, dlygate4sd2_1 51, clkdlybuf4s50_1 9
mux2_4 31, buf_6 23
==> final cells by class <==
class                           count  area share, %
Multi-Input combinational cell     32           30.0
Timing Repair Buffer              107           66.2
Tap cell                           48           3.78
==> through the flow <==
stage | std cells | area [um2]
2_1_floorplan | 36 | 544
3_3_place_gp | 179 | 1540
3_5_place_dp | 179 | 1540
4_1_cts | 186 | 1540
5_1_grt | 187 | 1590
6_report | 187 | 1590
==> timing repair <==
| action | 4_1_cts | 5_1_grt |
|---|---|---|
| gates cloned | 2 | 0 |
| endpoints found under the setup margin | 32 | 32 |
| hold buffers | 0 | 0 |
| gates resized | 171 | 10 |
| buffers inserted | 5 | 1 |
==> logic make-up (layout without fill, tap and decap cells) <==
group | count (synthesis) | after routing | share of synthesized area (%)
buf+inv | 4 | 107 | 13.1
mux | 32 | 32 | 86.9
==> report_power, final <==
group          internal [W]  total, W  leakage [nW]  switching [W]
combinational      0.000487  0.000624         0.872       0.000137
clock                     0         0             0              0
sequential                0         0             0              0
==> final timing paths <==
check,from,slack (ns),end,cells past startpoint
worst max-delay path,sel,-0.18,out[4],5
worst min-delay path,d1[29],0.69,out[29],3
Power figures rest on the tool's default switching activity, not on a simulated workload.
