### config.mk
export PLATFORM = sky130hd
export DESIGN_NAME = MIPSALU
export DESIGN_NICKNAME = MIPSALU
export VERILOG_FILES = /design/flow/design.v
export SDC_FILE = /design/flow/constraint.sdc
export NUM_CORES = 4
export LEC_CHECK = 1
export CORE_UTILIZATION = 50
### design.v
`timescale 1ns / 1ps
module MIPSALU(
	input [3:0] ALUctl,
	input [31:0] A, B,
	output reg [31:0] ALUOut,
	output Zero
	);
	assign Zero = (ALUOut==0);  
	always @(ALUctl, A, B) begin  
		case (ALUctl)
			0: ALUOut <= A & B;
			1: ALUOut <= A | B; 
			2: ALUOut <= A + B;
			6: ALUOut <= A - B;
			7: ALUOut <= A < B? 1 : 0;
			12: ALUOut <= ~(A | B);   
			default: ALUOut <= 0;	
		endcase
	end
endmodule
### run.sh
#!/bin/bash
# OpenROAD 26Q1-2900-gdf79404cd8, Yosys 0.63+post, stock flow scripts
make -C /OpenROAD-flow-scripts/flow DESIGN_CONFIG=/design/flow/config.mk WORK_HOME=/design/flow/orfs finish
### constraint.sdc
current_design MIPSALU

set clk_period 18.2
set clk_io_pct 0.2

create_clock -name clk0 -period $clk_period

set non_clock_inputs [all_inputs -no_clocks]
set_input_delay [expr $clk_period * $clk_io_pct] -clock clk0 $non_clock_inputs
set_output_delay [expr $clk_period * $clk_io_pct] -clock clk0 [all_outputs]
==> reports/results.md <==
| Stage | Metric | This run |
|---|---|---|
| layout | Final cell area excluding filler cells | 7400 µm² |
| detailed routing | Detailed router's first-iteration violation count | 972 |
| die | Height of the die | 115 µm |
| yosys | Most popular library cell in the synthesized design by count | sky130_fd_sc_hd__ha_1 |
| clock network | Post-CTS Hold Fix Bufs | 0 |
| yosys | Ranking of synthesized cells by instance count | sky130_fd_sc_hd__ha_1, sky130_fd_sc_hd__inv_1, sky130_fd_sc_hd__nor2_1, sky130_fd_sc_hd__a21oi_1, sky130_fd_sc_hd__nand2_1 |
| pwr | Switching power share of the total | 0.586 |
| yosys | Synth Seq Share | 0 |
| detailed routing | Total number of vias | 7732 |
| layout | Tally of clock buffers in the finished layout | 0 |
| final timing | Highest achievable clock rate | 81.6 MHz |
| pwr | Fraction of power consumed by sequential logic | 0 |
| detailed routing | Antenna viol nets, final | 0 |
| critical path | Biggest fanout along the worst timing path | 22 |
| clock network | Count of cells resized by post-cts repair | 0 |
| pwr | Leak Pwr | 3.24 nW |
| placement | Area post-placement | 7400 µm² |
| pwr | Worst IR drop on VDD | 0.0000275 V |
| final timing | Final max-slew violation count | 0 |
| clock network | Setup Fix Bufs, Post-CTS | 0 |
| die | Number of placed I/O pins | 101 |
| placement | Buffers added on ports | 101 |
| yosys | Fraction of synthesized cell area taken by the top area cell type | 0.200 |
| yosys | Instance count of the mapped netlist | 940 |
| final timing | Time the final worst path needs with I/O delays and setup | 12.26 ns |
| final timing | Setup repair after global routing missed its margin | no |
| detailed routing | Ant diodes | 0 |
| detailed routing | Average routed wire per standard cell | 20.7 µm |
| pwr | Power density normalized to cell area | 30.8 nW/µm² |
| yosys | Post-synth top area cell | sky130_fd_sc_hd__ha_1 |
| pwr | Combinational cell fraction of total power | 1.000 |
| pwr | Clock power frac | 0 |
| layout | Area occupied by multi-input gates | 5740 µm² |
| yosys | Post-synth area from yosys stat | 6330 µm² |
| final timing | Final-report setup violation count | 0 |
| die | X dimension of the die | 115 µm |
| layout | Fraction of final layout cells sized beyond drive strength 1 | 0.0602 |
| global routing | First-pass GRT wire length | 37900 µm |
| die | Overall die area | 13100 µm² |
| detailed routing | Length of the first detailed-routing pass in iterations | 5 |
| pwr | Switching power total | 0.134 mW |
| global routing | Overflow left after global routing | 0 |
| min path | Type of the tightest min-delay check | in2out |
| job | Total number of warnings across the stage logs | 102 |
| critical path | Worst path max stage delay | 1.07 ns |
| pwr | Total internal power | 0.0945 mW |
| die | Count of standard-cell rows | 40 |
| placement | Routability Congestion | 1.15 |
| job | Maxcap violations | 0 |
| critical path | Critical path class | in2out |
| final timing | Post-route fraction of the period consumed by the critical path | 0.674 |
| final timing | Hold Vio Cnt, Final | 0 |
| detailed routing | Aggregate routed wire length | 24100 µm |
| die | Pre-placement core utilization | 0.521 |
| die | Area of the core region | 12200 µm² |
| critical path | Element type at the critical path start | input port |
| critical path | Worst EP arrival | 8.62 ns |
| layout | Storage cell area | 0 µm² |
| run status | Result of the run | finished, final reports clean |
| global routing | Vias in the first global route | 6933 |
| global routing | Total GRT Usage | 0.372 |
| layout | Post-synthesis to final-layout area growth | 16.9% |
| final timing | Slew at the pin closest to its max-slew limit | 0.915 ns |
| yosys | Post-synth design cell area | 6330 µm² |
| placement | Hpwl dp | 18700 µm |
| final timing | Worst slew margin | 0.388 |
| global routing | Initial antenna violation count | 0 |
| yosys | Main area contributors after synthesis | sky130_fd_sc_hd__ha_1, sky130_fd_sc_hd__a21oi_1, sky130_fd_sc_hd__inv_1 |
| yosys | Number of cells in the yosys synthesis report | 940 |
| critical path | Critical path's slowest cell | sky130_fd_sc_hd__clkdlybuf4s50_1 |
| yosys | Netlist cell types | 96 |
| critical path | Cell-by-cell trace of the critical path | clkdlybuf4s50_1 > nor2_1 > nand2_1 > buf_4 > o221ai_1 > a311oi_1 > o31ai_1 > o32ai_1 > nand4b_1 > or4_1 > nor4b_2 > nor4b_2 > clkdlybuf4s50_1 |
| global routing | Maximum number of pins on one net before global-route repair | 33 |
| layout | Final Util | 0.609 |
| yosys | Mean area per synthesized cell | 6.74 µm² |
| layout | Number of inserted filler cells in the final layout | 1069 |
| critical path | Endpoint class of the critical path | output pin |
| final timing | Total negative setup slack | 0 ns |
| detailed routing | Post-route DRC violation count | 0 |
| critical path | CP required | 14.56 ns |
| yosys | Number of warnings issued by yosys | 1 |
| layout | Sequential cell count of the final layout | 0 |
| detailed routing | Via density | 6.64 |
-- worst max-delay path, delay by kind of cell --
| kind | cells | cell delay [ns] |
|---|---|---|
| simple gates | 6 | 1.99 |
| buf+inv | 3 | 1.92 |
| compound gates | 4 | 1.04 |
-- stage by stage --
stage               setup WS, ns  hold WS [ns]  power, mW  instances
global placement            6.05          8.58      0.220       1164
detailed placement          6.08          8.59      0.221       1164
floorplan                   7.88          7.58      0.143        940
global route                5.76          8.66      0.247       1164
finish                      5.94          8.59      0.228       1164
CTS                         6.08          8.60      0.222       1164
-- cell families after synthesis --
logic type / share of synthesized area
AND-OR/OR-AND: 0.411
AND/OR/NAND/NOR: 0.263
adder cells (fa/ha/maj): 0.206
multiplexers: 0.0115
XOR/XNOR: 0.0111
buffers and inverters: 0.0982
-- worst paths after layout --
check                  from    to  depth (start not counted)
setup / recovery  ALUctl[3]  Zero                         13
hold / removal        B[29]  Zero                          7
-- per-layer routing --
| metal | share of wire | vias up | wire, µm | GRT usage |
|---|---|---|---|---|
| met4 | 0.050 | 0 | 1210 | 0.149 |
| li1 | - | 3645 | - | - |
| met3 | 0.098 | 94 | 2360 | 0.0599 |
| met5 | 0 | - | 0 | 0 |
| met2 | 0.43 | 497 | 10400 | 0.581 |
| met1 | 0.42 | 3496 | 10100 | 0.511 |
-- power groups by stage --
stage | Sequential, mW | Clock, mW | Combinational (mW)
after CTS | 0 | 0 | 0.222
after global routing | 0 | 0 | 0.247
final | 0 | 0 | 0.228
-- final cells by class --
cell class                      instances  area share
Tap cell                              168      0.0284
Inverter                               96      0.0487
Multi-Input combinational cell        788       0.775
Timing Repair Buffer                  112       0.148
-- cells in the final DEF (no fill, tap or decap), types with 12 or more instances in the layout --
| cell | synthesis | routed |
|---|---|---|
| sky130_fd_sc_hd__nand4_1 | 12 | 12 |
| sky130_fd_sc_hd__nand3_1 | 15 | 15 |
| sky130_fd_sc_hd__o21ai_0 | 50 | 50 |
| sky130_fd_sc_hd__a21o_1 | 19 | 19 |
| sky130_fd_sc_hd__nor2_1 | 88 | 88 |
| sky130_fd_sc_hd__nor2b_1 | 13 | 13 |
| sky130_fd_sc_hd__inv_1 | 96 | 96 |
| sky130_fd_sc_hd__a211oi_1 | 18 | 18 |
| sky130_fd_sc_hd__clkdlybuf4s50_1 | 0 | 101 |
| sky130_fd_sc_hd__nor3_1 | 17 | 17 |
| sky130_fd_sc_hd__ha_1 | 101 | 101 |
| sky130_fd_sc_hd__a21oi_1 | 85 | 85 |
| sky130_fd_sc_hd__nand2b_1 | 17 | 17 |
| sky130_fd_sc_hd__a221oi_1 | 18 | 18 |
| sky130_fd_sc_hd__o211ai_1 | 15 | 15 |
| sky130_fd_sc_hd__nand2_1 | 62 | 62 |
Power figures rest on the tool's default switching activity, not on a simulated workload.
